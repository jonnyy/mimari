$ cat run.sh
#!/bin/bash
# OpenROAD 26Q1-2900-gdf79404cd8, Yosys 0.63+post, stock flow scripts
make -C /OpenROAD-flow-scripts/flow DESIGN_CONFIG=/design/flow/config.mk WORK_HOME=/design/flow/orfs finish
$ cat config.mk
export PLATFORM = sky130hd
export DESIGN_NAME = DataRAM
export DESIGN_NICKNAME = DataRAM
export VERILOG_FILES = /design/flow/design.v
export SDC_FILE = /design/flow/constraint.sdc
export NUM_CORES = 4
export LEC_CHECK = 1
export CORE_UTILIZATION = 30
$ cat constraint.sdc
current_design DataRAM

set clk_period 146.7
set clk_io_pct 0.2

create_clock -name clk0 -period $clk_period [get_ports {clk}]

set non_clock_inputs [all_inputs -no_clocks]
set_input_delay [expr $clk_period * $clk_io_pct] -clock clk0 $non_clock_inputs
set_output_delay [expr $clk_period * $clk_io_pct] -clock clk0 [all_outputs]
$ cat design.v
parameter
    reset = 52'h8000000000000,
    intLoad = 52'h4000000000000,
    intCheck = 52'h2000000000000,
    fetch0 = 52'h1000000000000,
    fetch1 = 52'h0800000000000,
    fetch2 = 52'h0400000000000,
    sub0 = 52'h0200000000000,
    sub1 = 52'h0100000000000,
    sub2 = 52'h0080000000000,
    sub3 = 52'h0040000000000,
    sub4 = 52'h0020000000000,
    sub5 = 52'h0010000000000,
    sub6 = 52'h0008000000000,
    sub7 = 52'h0004000000000,
    sub8 = 52'h0002000000000,
    isr = 52'h0001000000000,
    alu0 = 52'h0000800000000,
    aluImmed = 52'h0000400000000,
    alu1 = 52'h0000200000000,
    alu2 = 52'h0000100000000,
    load0 = 52'h0000080000000,
    loadImmed = 52'h0000040000000,
    load1 = 52'h0000020000000,
    load2 = 52'h0000010000000,
    store0 = 52'h0000008000000,
    lmask = 52'h0000004000000,
    branch0 = 52'h0000002000000,
    branchImmed = 52'h0000001000000,
    branch1 = 52'h0000000800000,
    branch2 = 52'h0000000400000,
    jump0 = 52'h0000000200000,
    jumpImmed = 52'h0000000100000,
    jump1 = 52'h0000000080000,
    jump2 = 52'h0000000040000,
    in0 = 52'h0000000020000,
    in1 = 52'h0000000010000,
    in2 = 52'h0000000008000,
    out0 = 52'h0000000004000,
    out1 = 52'h0000000002000,
    out2 = 52'h0000000001000,
    ret0 = 52'h0000000000800,
    ret1 = 52'h0000000000400,
    ret2 = 52'h0000000000200,
    ret3 = 52'h0000000000100,
    ret4 = 52'h0000000000080,
    ret5 = 52'h0000000000040,
    ret6 = 52'h0000000000020,
    ret7 = 52'h0000000000010,
    ret8 = 52'h0000000000008,
    ret9 = 52'h0000000000004,
    ret10 = 52'h0000000000002,
    ret11 = 52'h0000000000001;
`timescale 1ns / 1ps
module DataRAM #(
    parameter width = 8,
    parameter length = 8) (
    input indirect, writeEnable, readEnable, clr, clk,
    input [length-1:0] addr,
    input [width-1:0] writeData,
    output reg dataReady,
    output reg [width-1:0] readData);
    reg [width-1:0] regArray [2**length-1:0];
	integer i;
	initial begin
	   for(i=0; i<2**length; i=i+1)
		regArray[i] = 0; 
	end
    always @(negedge clk) begin
        if(clr == 0) begin:clear
            for(i=0; i<2**length; i=i+1)
                regArray[i] <= 0;
        end
        else if(writeEnable == 1)
            regArray[addr] <= writeData;
        else if(readEnable == 1) begin
            if(indirect == 1) begin
                readData <= #10 regArray[regArray[addr]];
                dataReady <= 1;
            end
            else begin
                readData <= #10 regArray[addr];
                dataReady <= 1;
            end
        end
        else begin
            readData <= readData;
            dataReady <= 0;
        end
    end
endmodule
==> impl_metrics.yaml <==
# implementation run metrics
setup_path:
  critical_path.max_stage_delay_ps: 1300
  critPathBufInv: 9
  arrival_ps: 39370
  end_kind: "flip-flop"
  cp.depth: 21
  critPathMaxFanout: 93
  path_class: "input port to flip-flop"
  slowest_stage: "o21ai_0"
  reg2reg_slack_ps: 138220
  r2r-start: "regArray[59][1]"
  rr_worst_depth: 17
  crit_top_cell: "buf_4"
  crit_required_ps: 74040
  worstSetupStartpointType: "input port"
  r2r-end: "readData[6]"
  crit_start: "addr[1]"
  cp_cell_sequence: "buf_8 > buf_4 > buf_4 > buf_4 > buf_4 > mux4_2 > mux4_2 > nor2_1 > a2111oi_2 > and3_4 > buf_4 > buf_12 > buf_4 > mux2i_1 > mux2i_1 > mux2_2 > o21ai_0 > a31oi_1 > o21ai_0 > buf_4 > a22oi_1"
  cpLargestDelayFamily: "buffers and inverters"
  crit_end: "readData[6]"
drt:
  drtIter0Drc: 11000
  dr.pass1.iters: 9
  viasPerCell: 5.88
  wl_per_cell_um: 32.6
  totalWireLength_um: 557000
  postRouteAntennaNets: 0
  drc: 0
  num_vias: 100000
synthesis:
  synthDistinctLibCells: 88
  netlist_instances: 10200
  synthArstFlopShare_pct: 0
  syn_area_sq_um: 116000
  synth_seq_share_pct: 53.2
  ys_warn_count: 1
  synth.avg_cell_area_sq_um: 11.4
  synth_top_cell_by_area: "edfxtp_1"
  synth_top_area_share_pct: 53.2
  ys_cells: 10200
  synth-edff-count: 2057
  synthTopCellsByArea: "edfxtp_1 53%, and3_1 11%, mux4_2 9.5%"
  yosys_area_sq_um: 116000
  synthFlopType: "edfxtp_1"
  ys_ff: 2057
die:
  ios: 30
  fp_util_pct: 30.1
  die_x_um: 624
  die-height_um: 624
  core_area_sq_um: 386000
  chip_area_sq_um: 390000
  std_cell_rows: 228
power:
  clkPwrFrac_pct: 44.9
  power_frac_comb_pct: 19.5
  swShare_pct: 36.5
  seqPwrFrac_pct: 35.7
  p_switching_w: 0.000717
  p_int_w: 0.00125
  p_total_w: 0.00196
  power_density_nw_per_um2: 14.3
  p_leak_nw: 63.5
  irDropWorstVdd_mv: 0.0110
global_route:
  grt_pass1_vias: 102000
  track_usage_pct: 29.6
  use_met3_pct: 25.3
  global_route.peak_usage_layer: "met2"
  antenna_found_initial: 70
  grt_pass1_wl_um: 764000
  use_met1_pct: 30.3
  use_met2_pct: 38.3
  grt_max_degree: 156
  overflow: 0
clocking:
  cts_setup_buffers: 0
  root_buffer: "clkbuf_16"
  cts_buffers: 239
  htreeDepth: 4
  clkLatencyLatePin_ps: 960
  cts_tree: "built"
  cts.repair.resized: 0
  clkTransAtPathRegs_ps: 30
  cts_sinks: 2057
  hold_buffers: 0
  cts.path.max_buffers: 4
timing:
  worstMarginPinSlew_ps: 1670
  setup_tns_ps: 0
  final.setup_skew_ps: 64.5
  rsz0062_at_grt: "false"
  worst_slack_ps: 34670
  hold_violations: 0
  setup_violations: 0
  slew_viol_final: 4
  relSlewSlack_pct: -12.8
layout:
  area_delta_synth_final_pct: 18.2
  fillerInstances: 37500
  final_area_sq_um: 137000
  drive_gt1_share_pct: 12.2
  fin_util_pct: 35.6
placement:
  post_dp_cell_area_sq_um: 121000
  io_buffers: 29
  gp_congestion: 1.11
  dp_slack_ps: 34630
  dp_hpwl_um: 357000
run:
  warning_count: 1048
  maxCapViolCount: 2
min_path:
  whs_path_depth: 6
  hold_class: "flip-flop to flip-flop"
outcome:
  violations: "max-capacitance violations, max-slew violations"
  status: "complete, but fails checks"
Yosys cell counts (41+ instances only):
cell      instances
buf_1            53
and3_1         2124
buf_4            99
clkbuf_1        851
a21oi_1         123
o21ai_0          63
nand4_1          41
mux4_2          491
nand2_1        1791
a22oi_1         160
a31oi_1          80
buf_6            52
buf_2           212
nor2_1          126
nor3_1           51
a32oi_1          82
mux2i_1         647
edfxtp_1       2057
nand3_1         583
layout make-up:
cell class	count	area (sq um)	share of cell area [%]
Antenna cell	94	235	0.171
Multi-Input combinational cell	6809	49000	35.7
Timing Repair Buffer	437	3580	2.61
Clock buffer	240	6010	4.37
Sequential cell	2057	61800	45.0
Inverter	10	42.5	0.0310
Tap cell	5175	6470	4.71
Clock inverter	2259	10200	7.45
power by group through the flow:
stage	combinational [W]	sequential [W]	clock [W]
final	0.000382	0.000700	0.000881
after global routing	0.000380	0.000702	0.000960
after CTS	0.000354	0.000699	0.000895
state kept, by name, summed over array words and instances, names as in the netlist:
name / cells
regArray: 2048
readData: 8
dataReady: 1
metrics by stage:
| stage | std cells | hold slack [ps] |
|---|---|---|
| 2_1_floorplan | 10200 | 826 |
| 3_3_place_gp | 14500 | 1050 |
| 3_5_place_dp | 14500 | 1060 |
| 4_1_cts | 17000 | 1060 |
| 5_1_grt | 17000 | 1120 |
| 6_report | 17100 | 1090 |
worst min-delay path, stage by stage (launching register included):
cell	delay, ps
edfxtp_1	370
nand2_1	70
nand3_1	80
nand3_1	90
a311oi_1	100
o21ai_1	120
nand4_1	70
how the worst min path moves through the flow:
stage	start	endpoint	slack [ps]
finish	regArray[25][2]	readData[2]	1090
global route	regArray[25][2]	readData[2]	1120
CTS	regArray[140][1]	readData[1]	1060
cell usage in the layout (no fill, tap or decap), types with 52 or more instances in the layout:
cell type / Yosys / routed
a21oi_1: 123 / 122
a22oi_1: 160 / 160
a31oi_1: 80 / 79
a32oi_1: 82 / 82
and3_1: 2124 / 2123
buf_4: 99 / 390
bufinv_16: 0 / 52
clkbuf_16: 0 / 240
clkinvlp_2: 0 / 59
diode_2: 0 / 94
edfxtp_1: 2057 / 2057
inv_1: 8 / 2107
mux2i_1: 647 / 647
mux4_2: 491 / 491
nand2_1: 1791 / 1789
nand3_1: 583 / 582
nor2_1: 126 / 82
o21ai_0: 63 / 63
layer usage:
| layer | vias to the layer above | wire length, um |
|---|---|---|
| met1 | 48300 | 176000 |
| met2 | 8594 | 228000 |
| met4 | 117 | 42300 |
| li1 | 41500 | - |
| met3 | 1939 | 106000 |
| met5 | - | 4680 |
cells by family after synthesis:
logic type | count (synthesis) | synth area share [%]
AND-OR/OR-AND | 791 | 4.91
buffers and inverters | 1285 | 5.10
multiplexers | 1168 | 15.4
AND/OR/NAND/NOR | 4850 | 21.4
flip-flops | 2057 | 53.2
Power figures rest on the tool's default switching activity, not on a simulated workload.
