`design/flow/run.sh`:
```
#!/bin/bash
# OpenROAD 26Q1-2900-gdf79404cd8, Yosys 0.63+post, stock flow scripts
make -C /OpenROAD-flow-scripts/flow DESIGN_CONFIG=/design/flow/config.mk WORK_HOME=/design/flow/orfs finish
```
`design/flow/config.mk`:
```
export PLATFORM = sky130hd
export DESIGN_NAME = DMCache
export DESIGN_NICKNAME = DMCache
export VERILOG_FILES = /design/flow/design.v
export SDC_FILE = /design/flow/constraint.sdc
export NUM_CORES = 4
export LEC_CHECK = 1
export CORE_UTILIZATION = 30
```
`design/flow/constraint.sdc`:
```
current_design DMCache

set clk_period 4.4
set clk_io_pct 0.2

create_clock -name clk0 -period $clk_period [get_ports {clk}]

set non_clock_inputs [all_inputs -no_clocks]
set_input_delay [expr $clk_period * $clk_io_pct] -clock clk0 $non_clock_inputs
set_output_delay [expr $clk_period * $clk_io_pct] -clock clk0 [all_outputs]
```
`design/flow/design.v`:
```
parameter
    reset = 52'h8000000000000,
    intLoad = 52'h4000000000000,
    intCheck = 52'h2000000000000,
    fetch0 = 52'h1000000000000,
    fetch1 = 52'h0800000000000,
    fetch2 = 52'h0400000000000,
    sub0 = 52'h0200000000000,
    sub1 = 52'h0100000000000,
    sub2 = 52'h0080000000000,
    sub3 = 52'h0040000000000,
    sub4 = 52'h0020000000000,
    sub5 = 52'h0010000000000,
    sub6 = 52'h0008000000000,
    sub7 = 52'h0004000000000,
    sub8 = 52'h0002000000000,
    isr = 52'h0001000000000,
    alu0 = 52'h0000800000000,
    aluImmed = 52'h0000400000000,
    alu1 = 52'h0000200000000,
    alu2 = 52'h0000100000000,
    load0 = 52'h0000080000000,
    loadImmed = 52'h0000040000000,
    load1 = 52'h0000020000000,
    load2 = 52'h0000010000000,
    store0 = 52'h0000008000000,
    lmask = 52'h0000004000000,
    branch0 = 52'h0000002000000,
    branchImmed = 52'h0000001000000,
    branch1 = 52'h0000000800000,
    branch2 = 52'h0000000400000,
    jump0 = 52'h0000000200000,
    jumpImmed = 52'h0000000100000,
    jump1 = 52'h0000000080000,
    jump2 = 52'h0000000040000,
    in0 = 52'h0000000020000,
    in1 = 52'h0000000010000,
    in2 = 52'h0000000008000,
    out0 = 52'h0000000004000,
    out1 = 52'h0000000002000,
    out2 = 52'h0000000001000,
    ret0 = 52'h0000000000800,
    ret1 = 52'h0000000000400,
    ret2 = 52'h0000000000200,
    ret3 = 52'h0000000000100,
    ret4 = 52'h0000000000080,
    ret5 = 52'h0000000000040,
    ret6 = 52'h0000000000020,
    ret7 = 52'h0000000000010,
    ret8 = 52'h0000000000008,
    ret9 = 52'h0000000000004,
    ret10 = 52'h0000000000002,
    ret11 = 52'h0000000000001;
`timescale 1ns / 1ps
module DMCache(cntrl, clk, addr, dataIn, dataOut, isHit, isClean, dataOutRAM, addrOutRAM, hitCleanTEMP);
	parameter blocksize = 1;
	parameter ramWidth = 8;  
	parameter addrWidth = 8;
	parameter lineSize = 13;  
	parameter blockAddrBits = 4;
	input [1:0] cntrl;
	input clk;
	input [ramWidth-1:0] addr, dataIn;  
	output reg[ramWidth-1:0] dataOut;
	output reg isHit, isClean;
	output reg [ramWidth-1:0] dataOutRAM;
	output reg [addrWidth-1:0] addrOutRAM;
	output reg [1:0] hitCleanTEMP;
	integer i;  
	reg [lineSize-1:0] regArray [(2**blockAddrBits)-1:0];
	initial begin
		for(i=0; i<2**blockAddrBits; i=i+1)
			regArray[i] = 0; 
	end
	always @(negedge(clk)) begin
		case(cntrl) 
			2'b00: begin  
				for(i=0; i<2**blockAddrBits; i=i+1)
				begin
					regArray[i] <= 0;
				end
			end	
			2'b01: begin  
				if(regArray[addr[blockAddrBits-1:0]][lineSize-2:ramWidth] == addr[ramWidth-1:blockAddrBits]) begin  
					isHit <= 1'b1;
				end
				else begin  
					isHit <= 1'b0;
				end
				isClean <= ~regArray[addr[blockAddrBits-1:0]][lineSize-1];
				addrOutRAM <= {regArray[addr[blockAddrBits-1:0]][lineSize-2:ramWidth], addr[blockAddrBits-1:0]};
				dataOutRAM <= regArray[addr[blockAddrBits-1:0]][ramWidth-1:0];
			end
			2'b10: begin  
				dataOut <= regArray[addr[blockAddrBits-1:0]][ramWidth-1:0];
			end
			2'b11: begin  
				regArray[addr[blockAddrBits-1:0]] <= {1'b1, addr[addrWidth-1:blockAddrBits], dataIn};
			end
		endcase
		hitCleanTEMP <= {isHit, isClean};
	end
endmodule
```
==> impl_metrics.toml <==
# physical design summary
[detailed_routing]
routed_wl_um = 25700
postRouteAntennaNets = 0
wl_per_cell_um = 17.4
dr.pass1.iters = 5
antenna_cells = 0
via_per_inst = 4.44
drc = 0
via_count = 6565
dr.first_iter.drc_count = 347

[floorplanning]
initial_utilization_pct = 30.7
rows = 67
ioPinCount = 47
core_area_um2 = 33700
die_w_um = 188
chipArea_um2 = 35300
die_h_um = 188

[global_routing]
grt_start_max_net_pins = 25
grtUsageTotal_pct = 15.9
met2_usage_pct = 21.9
groute.layer.met3.usage_pct = 12.0
antenna_found_initial = 0
grt_pass1_wl_um = 39500
grt_pass1_vias = 7444
use_met1_pct = 19.5
grt-busiest-layer = "met2"
overflow = 0

[placement]
port-buffer-count = 46
place_ws_ns = -0.700
hpwl_um = 16200
place.gp.congestion = 0.839
dp.cells = 1194

[timing]
worst_slew_pin_slew_ns = 0.518
max-slew-margin-rel_pct = 65.4
grt_setup_unrepaired = "true"
hold_ws_ns = 0.373
fin_worst_skew_ns = 0.0166
hold_violations = 0
setup_viol = 0
setup_ws_ns = 0.0214
final_max_slew_viol_count = 0

[hold_path]
hp-class = "reg -> reg"
worstHoldEndpoint = "hitCleanTEMP[1]"
hold_start = "isHit"
whs_path_depth = 0

[run_status]
outcome = "finished clean"

[clock_network]
cts.sink_count = 236
htree_num_levels = 1
cts_root_buf = "clkbuf_16"
cts_buffers = 26
clk_pin_slew_worst_paths_ns = 0.03
tritoncts = "yes"
clock_path_buffers = 3
clk-insertion-delay-late_ns = 0.58

[worst_setup_path]
cp_data_required_time_ns = 2.49
end_kind = "flip-flop"
worst-r2r-cell-count = 5
cp_max_fo = 11
critical_path.startpoint_type = "primary input"
critPathKind = "in -> reg"
ff2ff_setup_slack_ns = 2.61
reg2reg_from = "regArray[15][11]"
crit_arrival_ns = 2.47
r2r_end = "isHit"

[layout]
fillers = 2999
syn_to_final_growth_pct = 36.5
logic_area_um2 = 3380
finalNonFillerCells = 1479
seq_area_um2 = 6910
drive_gt1_share_pct = 23.3

[yosys]
synth-seq-cells = 236
top_area_cell = "edfxtp_1"
area_leaders = "edfxtp_1, mux4_2, and2_1, dfxtp_1, clkbuf_1"
yosys_warnings = 1
async_reset_ff_share_pct = 0
ys_seq_share_pct = 66.7
postSynthAreaPerCell_um2 = 15.9
yosys_area_um2 = 10400
top_cell = "edfxtp_1"
edf_count = 218
netlist_top_cells_count = "edfxtp_1, and2_1, mux4_2"
ys_types = 30
top_cell_area_share_pct = 63.2
ys_cells = 653
syn_area_um2 = 10400
synthFlopType = "edfxtp_1"
netlist_instances = 653

[power_and_ir_drop]
p_per_area_nw_per_um2 = 427
p_total_mw = 6.04
leakagePower_nw = 5.84
vdd_ir_drop_max_v = 0.000305

[run]
log.warning_count = 264
max_cap_viol_count = 0
==> what timing repair did <==
item | CTS | global route
resized | 28 | 21
hold buffers | 0 | 0
buffers inserted | 0 | 6
gates cloned | 0 | 2
endpoints found under the hold margin | 0 | 0
pin swaps | 0 | 2
endpoints found under the setup margin | 45 | 63
==> per-layer routing <==
metal / wire [um] / vias up
met5: 0 / -
met4: 388 / 0
met3: 3330 / 32
met2: 11800 / 303
met1: 10200 / 3074
li1: - / 3156
==> placed cells by master, fill, tap and decap left out, types with 5 or more instances in the layout <==
master           netlist  final
and2_1               194    194
buf_6                  2      6
inv_1                  2    242
clkinvlp_2             0      7
or3_1                  5      5
edfxtp_1             218    218
a21o_1                16     16
buf_12                 0     25
a22oi_1                8      6
dlygate4sd2_1          0     27
clkbuf_16              0     27
mux2i_1               10     10
nand2b_4               0      6
buf_4                  5     78
o21ai_2                0      9
nor2_1                15     12
dfxtp_1               18     18
nor3_2                 1      5
clkdlybuf4s50_1        0     14
mux4_2                57     57
==> cell type report <==
cell class | count | share of cell area (%)
sequential | 236 | 48.9
tap | 448 | 3.97
multi-input combinational | 362 | 23.9
timing repair buffer | 154 | 11.1
clock buffer | 27 | 4.78
clock inverter | 251 | 7.29
inverter | 1 | 0.0266
==> logic make-up (layout without fill, tap and decap cells) <==
logic type,count (synthesis),after routing,synth area share (%)
AOI/OAI and AO/OA,42,42,2.66
buffers and inverters,57,433,2.43
muxes,67,67,13.4
DFF,236,236,66.7
and+or+nand+nor,249,251,14.7
xor gates and xnor gates,2,2,0.169
==> state kept, by name (all words and copies together) (netlist names) <==
name / flops
dataOutRAM: 8
isHit: 1
addrOutRAM: 8
isClean: 1
dataOut: 8
hitCleanTEMP: 2
regArray: 208
==> worst max-delay path, cell delays in order <==
cell	delay [ns]
buf_4	0.19
buf_4	0.28
mux4_2	0.58
mux4_2	0.52
==> worst max-delay path by stage <==
stage	start	end	slack [ns]	cells past startpoint
after CTS	cntrl[1]	regArray[13][3]	-0.01	5
after global routing	addr[0]	isHit	-0.04	7
final	addr[0]	dataOut[0]	0.02	4
==> report_power, final <==
part | internal, mW | switching [mW] | leakage, nW
Combinational | 0.230 | 0.233 | 2.23
Sequential | 2.60 | 0.0370 | 1.95
Clock | 1.56 | 1.38 | 1.66
Total | 4.39 | 1.65 | 5.84
==> stage by stage <==
stage	util, %	setup TNS (ns)	cell area (um^2)
after floorplan	-	-30.15	10600
after global placement	36.5	-174.24	12300
after detailed placement	36.5	-178.51	12300
after CTS	41.4	-0.0308	14000
after global routing	41.9	-0.0546	14100
final	41.9	0	14100
No activity file was given, so power comes from the tool's default toggle rates.
